$ cat /design/flow/config.mk
export PLATFORM = sky130hd
export DESIGN_NAME = RegisterFile
export DESIGN_NICKNAME = RegisterFile
export VERILOG_FILES = /design/flow/design.v
export SDC_FILE = /design/flow/constraint.sdc
export NUM_CORES = 4
export LEC_CHECK = 1
export CORE_UTILIZATION = 30
$ cat /design/flow/design.v
module RegisterFile(input clk, rst, Regwrite, input[4:0]read1, read2, WriteReg, input [31:0] WriteData, output[31:0] ReadData1,ReadData2);
reg [31:0] Registers[0:31];
assign ReadData1 = (read1==5'b0) ? 32'b0 : Registers[read1];
assign ReadData2 = (read2==5'b0) ? 32'b0 : Registers[read2];
integer i;
always @(posedge clk) begin
    if (rst) 
        for (i=0;i<32;i=i+1)
            Registers[i]<=32'b0;
    else if (Regwrite)
             if (WriteReg!=5'b0)
                 Registers[WriteReg]<=WriteData;
end
endmodule
$ cat /design/flow/run.sh
#!/bin/bash
# OpenROAD 26Q1-2900-gdf79404cd8, Yosys 0.63+post, stock flow scripts
make -C /OpenROAD-flow-scripts/flow DESIGN_CONFIG=/design/flow/config.mk WORK_HOME=/design/flow/orfs finish
$ cat /design/flow/constraint.sdc
current_design RegisterFile

set clk_period 26.2
set clk_io_pct 0.2

create_clock -name clk0 -period $clk_period [get_ports {clk}]

set non_clock_inputs [all_inputs -no_clocks]
set_input_delay [expr $clk_period * $clk_io_pct] -clock clk0 $non_clock_inputs
set_output_delay [expr $clk_period * $clk_io_pct] -clock clk0 [all_outputs]
==> results_slide.txt <==
Run Summary

Placement
  – Dpl hpwl: 110 mm
  – GP Congestion: just over 0.9
  – Port Buf Inserts: roughly 110
  – DP Worst Slack: approximately 11 ns

Power
  – Tot Pwr: 4.04 mW
  – Pwr per Cell Area: roughly 65 nW/um^2
  – Peak supply drop: 0.0498 mV
  – Static Leak: 20.9 nW

STA
  – Final Critical Period: ~16 ns
  – Post-route setup TNS: 0 ns
  – RSZ-0062 raised after global routing: no
  – Final Hold Viols: 0
  – Post-route clock period utilization: 59.2%
  – Final Max Tran Viols: 0
  – Worst-margin pin slew: ~1.1 ns
  – Setup Viol. Count Final: 0
  – Fmax: approximately 0.064 GHz
  – Max transition margin: 26.8%
  – Worst setup margin: around 11 ns

CTS
  – Hold buffers post-CTS: 0
  – Post-cts resize count: 0
  – CTS Buf Count: 112
  – H-tree depth: 3
  – TritonCTS clock tree: built
  – Clock-pin slew of the registers on the worst-case setup and hold paths: roughly 0.06 ns
  – Clk buf depth: 3
  – Post-CTS setup buffer count: 0
  – CTS Sinks: 1024
  – CTS Root Cell: clkbuf_16

Routing
  – Antenna Nets Post-Route: 0
  – Iteration-0 DRC Markers: 2265
  – Post-Route WL: between 150 and 200 mm
  – Via count: roughly 33000
  – Wire per inst: between 30 and 40 um
  – DR vias/cell: about 5.5
  – Residual DRC: 0
  – Pre-antenna DRT Iters: 5

Synthesis
  – Post-synth top area cell: edfxtp_1
  – Top cell area share: 56.7%
  – Asr flop ratio synth: 0%
  – Yosys stat chip area: around 54000 sq um
  – Syn_area_per_cell: about 15 sq um
  – Tally of yosys warning messages: 1
  – Area contributors post-synth: edfxtp_1 57%, mux4_2 20%, and2_1 11%
  – Cell Area, Synth: ~54000 sq um
  – EDFF count, synth: 1024
  – Post-synthesis cell count: 3502
  – Sequential share of the synthesized area: a little under three fifths
  – Yosys cell types: approximately 42
  – Commonest flop: edfxtp_1
  – Registers, synthesis: between 1000 and 1500
  – Yosys cell count: 3502

GRT
  – Initial antenna violation count: 8
  – First-pass GRT wire length: roughly 260 mm
  – Largest net degree at the start of global routing: between 70 and 80
  – Grt total ovfl: 0
  – Vias in the first global route: between 30000 and 40000
  – GRT Resource Usage Total: 21.9%

Die
  – Core Area: roughly 180000 sq um
  – I/O pins: 114
  – Vert. Die Dim: between 400 and 500 um
  – Chip Width: 427 um
  – Fp util: between 30 and 40%
  – Site Rows: about 160
  – Die area: ~180000 sq um

Min path
  – Worst hold path type: input port to flip-flop
  – Hold Crit Start: rst

Critical path
  – Critical path type: input port to primary output
  – Required time worst endpoint: roughly 21 ns
  – Critical path origin: read2[0]
  – CP endpoint kind: primary output
  – Worst setup SP type: input port
  – Worst EP arrival: 10.28 ns
  – Worst-path fanout max: ~52

Run
  – MaxCap Viol Count: 0
  – Log Warnings: 26

Finish
  – Share of cells above drive strength 1: 25.3%
  – Fill cell total of the finished layout: 16600
  – Top reg by flops: Registers
  – Area grow syn2layout: 14.2%
  – Largest register FFs: approximately 1000
  – Largest regs: Registers (1024)
  – Util after Layout: about a third

Outcome
  – Outcome: completed
[synth_stat cells, types with 5 or more instances]
cell       count
or2_2         33
nor2b_1       14
buf_1         18
and2_1       995
a2111oi_1     41
clkbuf_1     273
nand3b_1       5
mux2_2        30
nor4_1         6
nand2b_1       5
mux4_2       472
nand3_1        5
nand2_1        7
buf_6         22
buf_4         32
nor3_1        54
edfxtp_1    1024
o22ai_1      103
buf_2         42
a211oi_1       7
mux2i_1      150
nor2_1        36
a22o_1        51
a21oi_1       12
a2111oi_0     14
a22oi_1       16
[power breakdown]
| part | internal (mW) | leakage, nW | switching (mW) |
|---|---|---|---|
| sequential | 1.89 | 9.75 | 0.0451 |
| clock | 0.952 | 1.80 | 0.661 |
| combinational | 0.216 | 9.30 | 0.271 |
[logic make-up (layout without fill, tap and decap cells)]
family | count (synthesis) | in the layout | share of synthesized area, %
AND/OR/NAND/NOR | 1177 | 1177 | 13.3
buffers and inverters | 389 | 503 | 3.32
other | 1 | 34 | 0.00691
AND-OR/OR-AND | 259 | 259 | 3.65
multiplexers | 652 | 652 | 23.0
flip-flops | 1024 | 1024 | 56.7
[critical path: stages]
cell and delay [ns]:
buf_8 0.48, buf_4 0.68, buf_4 0.63, buf_4 0.68, mux4_2 0.58, a22o_1 0.24
a2111oi_1 0.91, buf_4 0.24, nor3_1 0.09, clkdlybuf4s50_1 0.44
[layout make-up]
class | count | area, sq um | share of cell area [%]
Sequential cell | 1024 | 30700 | 49.7
Multi-Input combinational cell | 2120 | 22000 | 35.5
Tap cell | 2355 | 2950 | 4.76
Clock buffer | 130 | 2930 | 4.74
Timing Repair Buffer | 294 | 2510 | 4.05
Clock inverter | 77 | 773 | 1.25
Inverter | 2 | 7.51 | 0.0121
Antenna cell | 2 | 5.00 | 0.00808
[cells in the final DEF (no fill, tap or decap), types with 4 or more instances in the layout]
master / Yosys / routed
nand3b_1: 5 / 5
nor2_4: 0 / 17
a21oi_1: 12 / 12
nand2_1: 7 / 7
a221oi_1: 4 / 4
a32o_1: 4 / 4
conb_1: 1 / 32
clkbuf_16: 0 / 115
nand3_1: 5 / 5
clkinv_1: 0 / 38
a2111oi_0: 14 / 14
or3b_2: 4 / 4
buf_2: 42 / 4
mux2_2: 30 / 30
edfxtp_1: 1024 / 1024
mux2i_1: 150 / 150
nor2b_1: 14 / 12
clkdlybuf4s50_1: 0 / 103
a22o_1: 51 / 51
nor2_2: 0 / 15
a211oi_1: 7 / 7
mux4_2: 472 / 472
nor4_1: 6 / 5
nand2b_1: 5 / 5
a22oi_1: 16 / 16
a2111oi_1: 41 / 41
o21ai_0: 4 / 4
nor2_1: 36 / 4
buf_4: 32 / 180
or2_2: 33 / 33
o22ai_1: 103 / 103
and2_1: 995 / 994
nor3_1: 54 / 54
inv_6: 0 / 4
clkbuf_1: 273 / 15
clkinv_2: 0 / 14
bufinv_16: 0 / 16
[metrics by stage]
stage	cells	hold slack, ns	instance area, sq um
5_1_grt	6003	5.23	61900
3_3_place_gp	5795	5.94	58200
6_report	6004	5.25	61900
3_5_place_dp	5795	5.96	58200
2_1_floorplan	3533	5.44	54300
4_1_cts	6002	5.22	61900
[routing by layer]
layer | up-vias | track usage, % | part of all wire (%)
met4 | 16 | 9.79 | 5.8
met2 | 2452 | 33.1 | 47
met1 | 16200 | 23.9 | 32
met5 | - | 0.979 | 0.13
met3 | 453 | 14.7 | 16
li1 | 13700 | - | -
[worst paths after layout]
| kind | cells after the start | end |
|---|---|---|
| max | 10 | ReadData2[12] |
| min | 2 | Registers[0][29]$_SDFFCE_PN0P_ |
Power figures rest on the tool's default switching activity, not on a simulated workload.
