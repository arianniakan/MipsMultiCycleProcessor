**/design/flow/design.v**
```verilog
module ALU(input [31:0] ina, inb, input [2:0] ALUcontrol, output zero, output [31:0] out);
assign zero = (out==0)? 1:0;
assign out = (ALUcontrol == 3'b000) ? (ina&inb):
             (ALUcontrol == 3'b001) ? (ina|inb):
             (ALUcontrol == 3'b010) ? (ina+inb):
             (ALUcontrol == 3'b011) ? (ina-inb):
             (ALUcontrol == 3'b111) ? (ina<inb):
             32'bz;
endmodule
```
**/design/flow/run.sh**
```bash
#!/bin/bash
# OpenROAD 26Q1-2900-gdf79404cd8, Yosys 0.63+post, stock flow scripts
make -C /OpenROAD-flow-scripts/flow DESIGN_CONFIG=/design/flow/config.mk WORK_HOME=/design/flow/orfs finish
```
**/design/flow/config.mk**
```make
export PLATFORM = sky130hd
export DESIGN_NAME = ALU
export DESIGN_NICKNAME = ALU
export VERILOG_FILES = /design/flow/design.v
export SDC_FILE = /design/flow/constraint.sdc
export NUM_CORES = 4
export LEC_CHECK = 1
export CORE_UTILIZATION = 40
```
**/design/flow/constraint.sdc**
```tcl
current_design ALU

set clk_period 20.9
set clk_io_pct 0.2

create_clock -name clk0 -period $clk_period

set non_clock_inputs [all_inputs -no_clocks]
set_input_delay [expr $clk_period * $clk_io_pct] -clock clk0 $non_clock_inputs
set_output_delay [expr $clk_period * $clk_io_pct] -clock clk0 [all_outputs]
```
==> results.json <==
{
  "cp.required_ns": 16.72,
  "drive_gt1_frac": 0.0437,
  "gr-total-overflow": 0,
  "register_area_um2": 0,
  "rows": 42,
  "yosysTopAreaCell": "ha_1",
  "startpoint_type": "primary input",
  "io_pins": 100,
  "setup_tns_ns": 0,
  "min_from": "ALUcontrol[0]",
  "finalSetupViolCount": 0,
  "grt_pass1_vias": 6077,
  "yosysWarnings": 1,
  "worstPathArrival_ns": 9.02,
  "hold_slack_ns": 9.49,
  "lay_top_cells": "nor2_1, inv_1, clkdlybuf4s50_1",
  "max_freq_mhz": 75.8,
  "cp-end-kind": "output pin",
  "grt_pass1_wl_um": 32900,
  "drv_cap": 0,
  "portBuffers": 100,
  "post-cts-setup-buffer-count": 0,
  "layout.cells.most_common": "nor2_1",
  "hold_buffers": 0,
  "initCoreUtil": 0.417,
  "flops": 0,
  "clock_buffers": 0,
  "vias_per_cell": 6.11,
  "yosys_cells": 858,
  "ys_seq_share": 0,
  "chipArea_mm2": 0.0146,
  "drc": 0,
  "post_dp_cell_area_mm2": 0.00659,
  "syn_area_mm2": 0.00563,
  "max_stage_delay_ns": 0.54,
  "grt.total_usage": 0.292,
  "cts_resized": 0,
  "critPathSlowestCell": "or4_1",
  "place_inst": 1091,
  "synth_area_per_cell_um2": 6.56,
  "startpoint": "inb[0]",
  "critPathKind": "in2out",
  "syn_to_final_growth_pct": 17.1,
  "syn_inst": 858,
  "finalHoldViolations": 0,
  "slew_violations": 0,
  "fin_cells": 1091,
  "status": "finished clean",
  "antenna_found_initial": 0,
  "die_w_um": 121,
  "maxSlewHeadroom": 0.447,
  "drtAntennaViolNets": 0,
  "finalClockPeriodUsage": 0.632,
  "grt_max_degree": 54,
  "ys_types": 85,
  "path_cells": "clkdlybuf4s50_1, ha_1, inv_1, fa_1, nor2b_1, o211a_1, o2111ai_1, a31oi_1, a31oi_1, nor4b_1, nor4_1, nor2_1, or4_1, or4_1, nor4_2, clkdlybuf4s50_1",
  "dp_hpwl_um": 16600,
  "wl_um": 21000,
  "drtIter0Drc": 817,
  "ir_drop_v": 0.0000121,
  "fin_util": 0.488,
  "diodes": 0,
  "design_area_mm2": 0.00659,
  "hp-class": "in2out",
  "dr.pass1.iters": 7,
  "grt_setup_unrepaired": "no",
  "vias": 6662,
  "tool_warnings": 97,
  "die_y_um": 121,
  "power_leakage_nw": 2.96,
  "routabilityCongestion": 1.00,
  "yosys_area_mm2": 0.00563,
  "worstPathMaxFanout": 5,
  "finalCriticalPeriod_ns": 13.20,
  "tightest_slew_ns": 0.827,
  "power_density_mw_per_mm2": 27.7,
  "yosysTopAreaCellShare": 0.216,
  "core_mm2": 0.0135,
  "wl_per_cell_um": 19.2,
  "topCellsByArea": "ha_1, a21oi_1, nor2_1"
}
## synth_stat cells, types with 6 or more instances
cell and count:
nand2b_1 8, o31ai_1 10, nor4_1 8, a31oi_1 16, ha_1 97, a221oi_1 6
o2111ai_1 8, a21o_1 15, or3_1 7, o22ai_1 6, buf_2 10, mux2i_1 7
a21oi_1 83, nand2_1 51, and3_1 7, nor2b_1 7, buf_6 13, nor3_1 26
a311oi_1 6, clkbuf_1 23, xnor2_1 15, nand3_1 15, a211oi_1 14, nand4_1 11
inv_1 101, o211ai_1 13, o21bai_1 7, nor2_1 104, o21ai_0 51
## final cells by class
type                       instances  area [um^2]
tap                              176          220
inverter                         104          390
multi-input combinational        704         4930
fill                            1400         6910
timing repair buffer             107         1050
## worst max-delay path, delay by kind of cell
kind,cells,cell delay (ns)
AND/OR/NAND/NOR,7,2.00
buffers and inverters,3,1.09
adder cells (fa/ha/maj),2,0.63
AND-OR/OR-AND,4,1.12
## per-stage QoR
stage	total power, W	worst slack, ns
6_report	0.000183	7.70
5_1_grt	0.000200	7.49
4_1_cts	0.000180	7.74
3_5_place_dp	0.000179	7.76
3_3_place_gp	0.000180	7.88
2_1_floorplan	0.000115	9.32
## report_power, final
part | switching (W) | internal [W] | leakage [nW] | total, W
clock | 0 | 0 | 0 | 0
sequential | 0 | 0 | 0 | 0
combinational | 0.000106 | 0.0000765 | 2.96 | 0.000183
## path summary, 6_finish.rpt
| check | end | slack (ns) | cells past startpoint |
|---|---|---|---|
| max | zero | 7.70 | 16 |
| min | out[1] | 9.49 | 5 |
## cells by family after synthesis
family | synth area share
AND-OR/OR-AND | 0.358
AND/OR/NAND/NOR | 0.250
buffers and inverters | 0.124
adder cells (fa/ha/maj) | 0.223
XOR/XNOR | 0.0249
multiplexers | 0.0204
## routing by layer
layer  track usage  vias up  share of wire
li1              -     3238              -
met1         0.427     3039           0.45
met2         0.459      345           0.44
met3        0.0308       40          0.081
met4        0.0671        0          0.026
met5             0        -              0
Power is estimated from default activity; no workload was simulated.
